File: /design/flow/config.mk
export PLATFORM = sky130hd
export DESIGN_NAME = srl_5_verilog_attr
export DESIGN_NICKNAME = srl_5_verilog_attr
export VERILOG_FILES = /design/flow/design.v
export SDC_FILE = /design/flow/constraint.sdc
export NUM_CORES = 4
export LEC_CHECK = 1
export CORE_UTILIZATION = 50
File: /design/flow/constraint.sdc
current_design srl_5_verilog_attr

set clk_period 1.0
set clk_io_pct 0.2

create_clock -name clk0 -period $clk_period [get_ports {iclk}]

set non_clock_inputs [all_inputs -no_clocks]
set_input_delay [expr $clk_period * $clk_io_pct] -clock clk0 $non_clock_inputs
set_output_delay [expr $clk_period * $clk_io_pct] -clock clk0 [all_outputs]
File: /design/flow/design.v
`timescale 1ns / 1ps
module srl_5_verilog_attr(
    input id,
    input iclk,
    output oq
    );
    parameter SRL_LENGTH = 128;
	 (* altera_attribute = "-name AUTO_SHIFT_REGISTER_RECOGNITION ON" *)reg [SRL_LENGTH-1:0] dff;
	 integer i;
    always @(posedge iclk) begin
    	dff[0] <= id;
    	for (i = 0; i < SRL_LENGTH-1; i = i+1) begin
    		dff[i + 1] <= dff[i];
    	end
    end
    assign oq = dff[SRL_LENGTH-1];
endmodule
File: /design/flow/run.sh
#!/bin/bash
# OpenROAD 26Q1-2900-gdf79404cd8, Yosys 0.63+post, stock flow scripts
make -C /OpenROAD-flow-scripts/flow DESIGN_CONFIG=/design/flow/config.mk WORK_HOME=/design/flow/orfs finish
==> results_slide.txt <==
Key Metrics from the Run

Timing
  • Unrepaired setup endpoints after global routing: true
  • Final Hold Viols: 0
  • Final setup fails: 1
  • Worst clock skew on the final layout: 0.00780 ns
  • Slew Viols, Final: 0
  • Fin worst setup slack: -0.0846 ns
  • Final min period: 1.08 ns
  • Headroom to the max-slew limit: 81.9%
  • Part of the cycle the worst path needs: 108%
  • Actual slew at the worst max-slew pin: 0.271 ns
  • Fin Setup TNS: -0.0846 ns
  • Max Clock Freq: 922 MHz
  • Worst hold slack: 0.149 ns

Layout
  • Non-filler cells, final: 228
  • Number of fill cells in the layout: 325
  • Max FFs per register: 128
  • Count of multi-input combinational gates: 0
  • Area growth syn-to-layout: 25.4%
  • Storage element area: 2560 um^2
  • Final cell utilization of the core: 66.7%
  • Largest reg by FF count: dff
  • Largest registers: dff x128
  • Gate Area: 0 um^2
  • Layout cell share with drive strength beyond 1: 16.8%
  • Post-route standard cell area excluding fillers: 3210 um^2

Setup path
  • Endpoint arrival time on the critical path: 0.88 ns
  • Path type of the worst setup path: reg2out
  • Cell at the slowest stage of the critical path: sky130_fd_sc_hd__dfxtp_1
  • Buf/Inv on CP: 1
  • Family with the most delay on the worst path: flip-flops
  • Type of element launching the critical path: register
  • Crit path cell chain: buf_2
  • Endpoint kind of the worst setup timing path: primary output
  • Critical path fanouts, max: 1
  • Slowest cell delay on critical path: 0.30 ns
  • Req. time, crit path: 0.80 ns

GRT
  • Met3 layer usage reported by global route: 7.63%
  • Remaining global-route overflow: 0
  • Met1 usage in global routing: 22.9%
  • Via count of the first global-routing pass: 925
  • Maximum number of pins on one net before global-route repair: 17
  • Global-route wire length before repair: 4820 um
  • GRT Resource Usage Total: 13.5%
  • Initial antenna violation count: 0
  • Met2 capacity usage during global routing: 15.3%
  • Most congested layer reported by global routing: met1

Hold path
  • Min-Delay Path Class: in2reg

Clocking
  • Clock tree from TritonCTS: built
  • TritonCTS Buffers: 17
  • Number of buffers inserted by post-CTS setup repair: 0
  • Clock transition at the registers of the reported paths: 0.06 ns
  • Hold Buf Count CTS: 0
  • Clock sinks: 128
  • H-tree Lvls: 4
  • Maximum number of buffers from clock root to sink: 2
  • Root buffer cell: sky130_fd_sc_hd__clkbuf_8
  • Clk latency late pin: 0.49 ns

Synth
  • Cell area leaders: sky130_fd_sc_hd__dfxtp_1 (100%)
  • Share of the yosys chip area belonging to registers: 100%
  • Leading cell types by count after synthesis: sky130_fd_sc_hd__dfxtp_1 (128)
  • Mean Syn Cell Area: 20.0 um^2
  • Cell type with the largest total area after synthesis: sky130_fd_sc_hd__dfxtp_1
  • Flip-flops with a built-in enable: 0
  • Cell variety after synth: 1
  • Cell count after synthesis: 128
  • Post-synthesis instance area: 2560 um^2
  • FFs w/ async S/R, synth: 0%
  • Max-area cell share: 100%
  • Number of standard cells reported by yosys: 128
  • Number of synthesis warnings: 1
  • Yosys stat chip area: 2560 um^2
  • Number of register bits inferred by synthesis: 128
  • Main flop type after synthesis: sky130_fd_sc_hd__dfxtp_1
  • Most frequent cell after synthesis: sky130_fd_sc_hd__dfxtp_1

Power and ir drop
  • Net switching power figure: 1.94 mW
  • Seq pwr share: 48.7%
  • Net switching share of the total power: 18.0%
  • Internal Power: 8.82 mW
  • Largest vdd supply drop: 2.22 mV
  • Reported leakage power: 1.32 nW
  • Clock Power Share: 51.3%
  • Power per cell area: 3350 nW/um^2
  • Portion of total power attributed to combinational logic: 0%

Placement
  • Number of placed instances with taps included: 197
  • Port buffer count: 2
  • Placed Instance Area: 2670 um^2
  • DP Wirelength: 894 um
  • RD Place Congestion: 0.707

Drt
  • Post-DRT Antenna Nets: 0
  • Iteration count of the initial detailed-routing pass: 4
  • Via-to-Cell Ratio: 3.70
  • Vias after detailed routing: 843
  • Detailed-route wire length: 2770 um
  • Count of routing violations after the opening detailed-route iteration: 27
  • WL per Instance: 12.2 um
  • DR DRC count: 0
  • Diodes inserted: 0

Floorplan
  • Core Rows: 25
  • Standard cell core area: 4820 um^2
  • Chip area: 5420 um^2
  • Number of top-level pins: 3
  • Vertical extent of the die: 73.6 um
  • Horizontal die dimension: 73.6 um
  • Floorplan core density: 53.2%

Run status
  • Outcome: complete, but fails checks
  • Violations in the final reports: setup timing

Flow run
  • Number of OpenROAD warnings: 27
  • Reported max-cap violation count: 0
## through the flow
| stage | power [mW] | worst slack [ns] |
|---|---|---|
| finish | 10.8 | -0.0846 |
| global route | 11.2 | -0.130 |
| CTS | 10.9 | -0.111 |
| detailed placement | 5.34 | 0.0591 |
| global placement | 5.34 | 0.0677 |
| floorplan | 5.33 | 0.538 |
## worst paths after layout
check | cells past startpoint | endpoint | slack, ns | start
max | 1 | oq | -0.08 | dff[127]
min | 1 | dff[0] | 0.15 | id
max reg2reg | 0 | dff[123] | 0.57 | dff[122]
min reg2reg | 0 | dff[105] | 0.32 | dff[104]
## per-layer routing
metal	wire, um	part of all wire (%)
met5	0	0
met4	29	1.0
met3	154	5.6
met2	1080	39
met1	1510	54
## cell type report
cell class            instances  share of cell area, %
Timing Repair Buffer          2                  0.467
Clock inverter                4                   1.56
Clock buffer                 27                   15.6
Tap cell                     67                   2.61
Sequential cell             128                   79.8
## logic make-up (layout without fill, tap and decap cells)
group	count (synthesis)	after routing	share of synthesized area, %
buffers and inverters	0	33	0
DFF	128	128	100
## repair_timing
item / 4_1_cts / 5_1_grt
endpoints found under the setup margin: 1 / 1
pin swaps: 0 / 0
gates resized: 3 / 0
## cells in the final DEF (no fill, tap or decap)
cell and count:
sky130_fd_sc_hd__clkdlybuf4s50_1 1, sky130_fd_sc_hd__buf_2 1, sky130_fd_sc_hd__dfxtp_1 128, sky130_fd_sc_hd__clkinvlp_4 2
sky130_fd_sc_hd__clkbuf_16 16, sky130_fd_sc_hd__clkbuf_1 5, sky130_fd_sc_hd__clkinv_2 1, sky130_fd_sc_hd__bufinv_16 1
sky130_fd_sc_hd__clkbuf_8 6
## power by group through the flow
stage | registers, mW | logic [mW] | clock network [mW]
global route | 5.25 | 0.00403 | 5.93
finish | 5.24 | 0.00371 | 5.52
CTS | 5.24 | 0.00380 | 5.63
Power and IR drop assume default switching activity.
