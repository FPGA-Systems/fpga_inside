<file path="flow/design.v">
`timescale 1ns / 1ps
module srl_4_verilog(
    input id,
    input iclk,
    output oq
    );
    parameter SRL_LENGTH = 128;
    reg [SRL_LENGTH-1:0] dff;
    integer i;
    always @(posedge iclk) begin
    	dff[0] <= id;
    	for (i = 0; i < SRL_LENGTH-1; i = i+1) begin
    		dff[i + 1] <= dff[i];
    	end
    end
    assign oq = dff[SRL_LENGTH-1];
endmodule
</file>
<file path="flow/run.sh">
#!/bin/bash
# OpenROAD 26Q1-2900-gdf79404cd8, Yosys 0.63+post, stock flow scripts
make -C /OpenROAD-flow-scripts/flow DESIGN_CONFIG=/design/flow/config.mk WORK_HOME=/design/flow/orfs finish
</file>
<file path="flow/config.mk">
export PLATFORM = sky130hd
export DESIGN_NAME = srl_4_verilog
export DESIGN_NICKNAME = srl_4_verilog
export VERILOG_FILES = /design/flow/design.v
export SDC_FILE = /design/flow/constraint.sdc
export NUM_CORES = 4
export LEC_CHECK = 1
export CORE_UTILIZATION = 30
</file>
<file path="flow/constraint.sdc">
current_design srl_4_verilog

set clk_period 1.0
set clk_io_pct 0.2

create_clock -name clk0 -period $clk_period [get_ports {iclk}]

set non_clock_inputs [all_inputs -no_clocks]
set_input_delay [expr $clk_period * $clk_io_pct] -clock clk0 $non_clock_inputs
set_output_delay [expr $clk_period * $clk_io_pct] -clock clk0 [all_outputs]
</file>
==> ds_physical_params.txt <==
Summary of implementation characteristics

Parameter                              Value

Status
  Result of the run .................. finished, violations left
  Violated checks .................. negative setup slack

Global routing
  GRT overflow .................. 0
  Total track usage .................. 6.30%
  Via count of the first global-routing pass .................. 847
  First-pass GRT wire length .................. 4060 µm
  Initial antenna violation count .................. 0
  Pin count of the biggest net entering global routing .................. 17

Detailed routing
  Number of antenna diodes .................. 0
  Number of vias in the routed layout .................. 827
  DRC .................. 0
  Violation count after the first detailed-route iteration .................. 31
  Sum of routed wire length over all layers .................. 2430 µm
  Per-cell routed wire length .................. 9.13 µm
  Vias per std cell .................. 3.11
  Post-detailed-route count of antenna-violating nets .................. 0
  Pre-antenna DRT Iters .................. 3

Finish
  Share of final-layout standard cells stronger than drive strength 1 .................. 19.3%
  Combinational gates .................. 0
  Non-Filler Instances .................. 266
  Max reg flops .................. 128
  Register ranked first by flip-flop count .................. dff
  Final Core Density .................. 40.8%
  Post-route cell area .................. 3370 µm²
  Gate Area .................. 0 µm²
  Regs by FF count .................. dff: 128 flops
  Area Growth Syn to Fin .................. 31.6%
  Layout fillers .................. 732
  Sequential cell area .................. 2560 µm²

Placement
  HPWL Detailed .................. 936 µm
  Routability-driven placement congestion ratio .................. 0.711
  Cell area reported after detailed placement .................. 2710 µm²
  Instance count after placement with tap cells included .................. 235
  Total of buffers placed on input and output ports .................. 2

Pwr
  Worst voltage drop across the vdd grid .................. 0.00135 V
  Sequential share of power .................. 43.8%
  Power density over the cells .................. 3540 nW/µm²
  Fraction of power spent switching nets .................. 17.6%
  Net Switching .................. 2.11 mW
  Combinational cell fraction of total power .................. 0%
  Clock network fraction of design power .................. 56.2%
  Power Internal .................. 9.84 mW
  Leakage .................. 1.38 nW

Worst setup path
  Kind of end point of the critical path .................. primary output
  Maximum net fanout on the critical path .................. 1
  Cell Chain, Critical Path .................. buf_2
  Critical path class .................. flop to primary output
  Type of element launching the critical path .................. flop
  Worst path top cell family by delay .................. flip-flops
  Worst setup path start .................. dff[127]
  Number of buffer and inverter instances along the worst setup path .................. 1
  Crit path DAT .................. 0.88 ns
  Startpoint of the worst-slack reg-to-reg timing path .................. dff[100]
  Longest individual stage delay on the worst path .................. 0.29 ns
  Master of the slowest instance on the critical path .................. dfxtp_1
  Required time of the critical path .................. 0.80 ns

Yosys
  Post-synthesis sequential element count .................. 128
  Async set-reset flop share out of synthesis .................. 0%
  Post-synth EDFFs .................. 0
  Library cell with the highest instance count after synthesis .................. dfxtp_1
  Cell area after technology mapping .................. 2560 µm²
  Number of standard cells reported by yosys .................. 128
  Post-synthesis cell type with the largest combined area .................. dfxtp_1
  Fraction of the yosys area taken by sequential cells .................. 100%
  Post-Syn Area per Cell .................. 20.0 µm²
  Post-synthesis instance total .................. 128
  Synthesis area per yosys .................. 2560 µm²
  Most numerous cell types in the synthesized netlist .................. 128 x dfxtp_1
  Total of warnings raised by yosys .................. 1
  Count of cell types in the netlist .................. 1
  Most common reg cell .................. dfxtp_1
  Largest cells by area after synthesis .................. dfxtp_1 100%
  Largest type area fraction .................. 100%

Final timing
  Setup repair after global routing missed its margin .................. true
  Worst-case headroom to the max-slew limit .................. 82.3%
  Sum Neg Setup Slack .................. -0.0765 ns
  Final critical path time including I/O delays and setup .................. 1.08 ns
  Worst hold margin .................. 0.164 ns
  Actual transition at the worst max-transition pin .................. 0.265 ns
  Hold Fails Final Rpt .................. 0
  Number of setup violations in the final report .................. 1
  Portion of the clock cycle consumed by the worst path in the final layout .................. 108%
  Smallest setup slack after layout .................. -0.0765 ns
  Final slew viol count .................. 0
  Fmax achieved .................. 929 MHz
  Worst clock skew .................. 0.00519 ns

Floorplanning
  Count of standard-cell rows .................. 33
  Boundary Pins .................. 3
  Vertical die dimension .................. 94.4 µm
  Horizontal extent of the die .................. 94.4 µm
  Core area .................. 8260 µm²
  Floorplan Utilization .................. 31.0%
  Die area .................. 8920 µm²

Clock network
  Clock slew at reported path FFs .................. 0.06 ns
  Clk Latency, worst-skew pair .................. 0.49 ns
  Number of buffers created by CTS .................. 17
  Clock tree from TritonCTS .................. yes
  Total number of H-tree levels .................. 4
  Buffers inserted during post-CTS setup optimization .................. 0
  Sink Count .................. 128
  Number of buffers between clock root and the deepest sink .................. 2
  Root Buffer Master .................. clkbuf_8

Min path
  Hold path start .................. id
  Path class of the lowest-slack min-delay path .................. input pin to flop

Run
  OpenROAD warnings .................. 27
  Max Cap Violations .................. 0
[layout make-up]
cell class	count	share of cell area [%]
Sequential cell	128	76.0
Tap cell	105	3.90
Clock buffer	19	12.8
Clock inverter	12	6.86
Timing Repair Buffer	2	0.445
[power groups by stage]
stage	sequential, mW	combinational (mW)	clock (mW)
after CTS	5.24	0.00397	6.82
after global routing	5.24	0.00417	7.07
final	5.23	0.00384	6.71
[worst paths after layout]
kind                                 end  slack [ns]  depth (start not counted)
worst max-delay path                  oq       -0.08                          1
worst min-delay path              dff[0]        0.16                          1
worst max register to register  dff[101]        0.58                          0
worst min register to register   dff[77]        0.32                          0
[what timing repair did]
item                                    CTS  global route
endpoints found under the hold margin     0             0
endpoints found under the setup margin    1             1
gates cloned                              0             0
gates resized                             3             0
hold buffers                              0             0
[cells by family (layout without fill, tap and decap cells)]
logic type             count (synthesis)  in the layout  synth area share (%)
buffers and inverters                  0             33                     0
DFF                                  128            128                   100
[stage by stage]
step                      worst slack, ns  power (mW)
after global placement             0.0520        5.34
after CTS                          -0.112        12.1
after detailed placement           0.0703        5.34
after floorplan                     0.538        5.33
final                             -0.0765        11.9
after global routing               -0.147        12.3
[metal layers]
layer  vias up  track usage (%)  wire [µm]
li1        441                -          -
met1       371             10.6       1470
met2        11             6.34        808
met3         4             4.08        127
met4         0             1.92         23
met5         -                0          0
[cells in the final DEF (no fill, tap or decap)]
cell / n
clkinvlp_4: 1
clkdlybuf4s50_1: 1
clkbuf_1: 1
clkinv_4: 4
inv_6: 1
dfxtp_1: 128
clkbuf_16: 16
clkbuf_8: 2
buf_2: 1
bufinv_16: 6
Power and IR drop assume default switching activity.
