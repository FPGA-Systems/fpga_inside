==> ./design.v <==
`timescale 1ns / 1ps
module srl_7_verilog_reset(
    input id,
    input iclk,
	 input ireset,
    output oq
    );
    parameter SRL_LENGTH = 128;
	 (* altera_attribute = "-name AUTO_SHIFT_REGISTER_RECOGNITION ON" *)reg [SRL_LENGTH-1:0] dff;
	 integer i;
    always @(posedge iclk or posedge ireset) begin
    	if (ireset) begin
			dff <= {SRL_LENGTH{1'b1}};
		end else begin
			dff[0] <= id;
			for (i = 0; i < SRL_LENGTH-1; i = i+1) begin
				dff[i + 1] <= dff[i];
			end
		end
    end
    assign oq = dff[SRL_LENGTH-1];
endmodule
==> ./run.sh <==
#!/bin/bash
# OpenROAD 26Q1-2900-gdf79404cd8, Yosys 0.63+post, stock flow scripts
make -C /OpenROAD-flow-scripts/flow DESIGN_CONFIG=/design/flow/config.mk WORK_HOME=/design/flow/orfs finish
==> ./config.mk <==
export PLATFORM = sky130hd
export DESIGN_NAME = srl_7_verilog_reset
export DESIGN_NICKNAME = srl_7_verilog_reset
export VERILOG_FILES = /design/flow/design.v
export SDC_FILE = /design/flow/constraint.sdc
export NUM_CORES = 4
export LEC_CHECK = 1
export CORE_UTILIZATION = 40
==> ./constraint.sdc <==
current_design srl_7_verilog_reset

set clk_period 1.0
set clk_io_pct 0.2

create_clock -name clk0 -period $clk_period [get_ports {iclk}]

set non_clock_inputs [all_inputs -no_clocks]
set_input_delay [expr $clk_period * $clk_io_pct] -clock clk0 $non_clock_inputs
set_output_delay [expr $clk_period * $clk_io_pct] -clock clk0 [all_outputs]
==> Slide: Implementation Results <==
Physical Implementation Snapshot

CTS
  • Maximum buffer depth of the clock tree: 2
  • Cts bufs inserted: 17
  • Root Buffer: clkbuf_8
  • H-tree level count: 4
  • Latency at later pin: approximately 0.50 ns
  • Clock tree from TritonCTS: yes
  • CTS clk-pin slew, worst paths: 0.05 ns
  • Cts-stage hold buffer count: 0
  • Number of clock sinks: 128

Layout
  • Registers with the most flip-flops: dff (128)
  • Layout overhead on the synthesized area: 24.3%
  • Logic Gate Count: 0
  • Flip-flop count of the largest register after layout: 128
  • Share of cells above drive strength 1: 0.976
  • Final design instance area without fill: 4190 µm²
  • Number of filler cells placed in the layout: 606
  • Register containing the most flip-flops in the final layout: dff
  • Combinational Area: 0 µm²
  • Final std cells w/o fill: 271
  • Final standard cell utilization of the core: 0.512
  • Highest-count cells in the layout ignoring fill and taps: dfstp_2, clkbuf_16, clkbuf_8
  • Most frequent logic cell in the layout: dfstp_2

Critical path
  • Sort of element at the start of the critical path: flip-flop
  • R2r setup slk: 0.41 ns
  • Worst Path Buf+Inv: 1
  • Gate family responsible for the most delay along the worst path: flip-flops
  • Critical Path Fanout Max: 1
  • Slowest cell on the critical path: dfstp_2
  • Crit path required time: 0.80 ns
  • Data arrival, critical path: 1.08 ns
  • Crit Path Class: flip-flop to primary output
  • Chain of cells forming the critical path: buf_2
  • Worst setup EP type: primary output
  • Slowest stage delay, CP: 0.51 ns

Final timing
  • Count of endpoints failing hold in the final timing report: 0
  • Max-slew headroom: 0.813
  • Transition time at the pin with the least slew margin: 0.281 ns
  • Final clock period utilization by the worst path: 1.28
  • Setup skew after layout: 0.00414 ns
  • Unrepaired setup endpoints after global routing: yes
  • Fmax: 778 MHz
  • Final Critical Period: 1.28 ns
  • Post-route setup slack: -0.285 ns
  • Number of setup violations in the final report: 1
  • Final Slew Violations: 0

Pwr
  • Maximum vdd ir drop: 1290 µV
  • Lkg Pwr: 1.67 nW
  • Cell Pwr Density: 2770 nW/µm²

Place
  • Final Wtd Congestion: 0.733
  • Total half-perimeter wirelength after legalization and detailed placement: ~1400 µm
  • DP Cell Count: between 200 and 250
  • Placed Area: 3590 µm²
  • Number of buffers added on ports: 3

Synthesis
  • Synthesized-area fraction occupied by xor and xnor cells: 0
  • Yosys synthesis warning count: 1
  • Synth unique cells: 2
  • Synthesis-stage register bit count: 128
  • Post-Syn Area: 3370 µm²
  • Proportion of synthesized chip area in sequential cells: 0.999
  • Largest cells by area: dfstp_2, inv_1
  • Post-synth top area share: 0.999
  • Yosys stat chip area: approximately 3400 µm²
  • Fraction of the mapped netlist area in adder cells: 0
  • Share of synthesized cell area in and, or, nand and nor gates: 0
  • Post-synthesis area per instance: 26.1 µm²
  • # Cells Yosys: 129
  • Multiplexer share: 0
  • Synthesized instance count: 129
  • Area fraction in compound gates: 0
  • Largest family of logic cells by area: buffers and inverters
  • Most area-hungry cell type in the Yosys netlist: dfstp_2

Worst hold path
  • Type of the most critical hold path: input pin to flip-flop

Die
  • Area of the placeable core: 8180 µm²
  • Chip height: 93.7 µm
  • Die extent in x: 93.7 µm
  • Top Ports: 4
  • Floorplan utilization: 0.412
  • Die ar.: 8790 µm²
  • Row cnt: 33

Global route
  • First-pass GRT wire length: 6240 µm
  • Largest net degree at the start of global routing: 57
  • Overall track demand over capacity in global routing: 0.101
  • Via count of the first global-routing pass: 1,239
  • Initial antenna violation count: 0
  • Overflow after GRT: 0

Drt
  • Detailed Routing Iterations Pass 1: 3
  • # DRC: 0
  • DR WL/cell: 12.9 µm
  • Tally of nets with antenna violations remaining after routing: 0
  • Antenna diodes: 0
  • Routed via count: 1,089
  • Average via count per standard cell: roughly 4
  • Violation tally from detailed-route iteration zero: 27
  • Total routed wirelength: 3490 µm

Run status
  • Failing checks: negative setup slack
  • Status: finished with violations

Flow run
  • Tally of OpenROAD warnings: 28
  • Max cap viols: 0
per-layer routing:
| metal | track usage | routed length (µm) | vias up |
|---|---|---|---|
| met2 | 0.111 | 1330 | 15 |
| met4 | 0.0256 | 108 | 0 |
| met3 | 0.0420 | 167 | 13 |
| li1 | - | - | 448 |
| met5 | 0 | 0 | - |
| met1 | 0.202 | 1890 | 613 |
cells in the mapped netlist:
master and number:
inv_1 1, dfstp_2 128
cell families after synthesis:
group | Yosys count
flip-flops | 128
buffers and inverters | 1
final timing paths:
kind / end / depth (start not counted) / from
max: oq / 1 / dff[127]
min: dff[0] / 1 / id
max reg2reg: dff[90] / 0 / dff[89]
min reg2reg: dff[17] / 0 / dff[16]
max in group asynchronous: dff[73] / 3 / ireset
min in group asynchronous: dff[21] / 3 / ireset
report_power, final:
| part | leakage, nW | switching [W] | total (W) | internal [W] |
|---|---|---|---|---|
| logic | 0.0420 | 0.0000911 | 0.000120 | 0.0000289 |
| clock network | 0.300 | 0.00193 | 0.00608 | 0.00416 |
| registers | 1.33 | 0.0000322 | 0.00541 | 0.00538 |
| total | 1.67 | 0.00205 | 0.0116 | 0.00957 |
per-stage QoR:
| step | hold slack (ns) | setup slack, ns | setup TNS (ns) | power (W) |
|---|---|---|---|---|
| detailed placement | 0.347 | -0.146 | -0.998 | 0.00561 |
| global placement | 0.347 | -0.151 | -0.151 | 0.00560 |
| floorplan | 0.204 | -0.345 | -44.15 | 0.00554 |
| CTS | 0.0745 | -0.324 | -0.324 | 0.0118 |
| global route | 0.0995 | -0.329 | -0.329 | 0.0121 |
| finish | 0.105 | -0.285 | -0.285 | 0.0116 |
layout make-up:
| type | instances | area (µm²) | share of cell area |
|---|---|---|---|
| inverters | 1 | 7.51 | 0.00179 |
| clock buffers | 25 | 504 | 0.120 |
| flip-flops and latches | 128 | 3360 | 0.803 |
| repair buffers | 7 | 80.1 | 0.0191 |
| clock inverters | 5 | 100 | 0.0239 |
| well taps | 105 | 131 | 0.0314 |
repair_timing:
action	4_1_cts	5_1_grt
endpoints found under the setup margin	1	1
resized	3	0
setup buffers	0	0
Power and IR drop assume default switching activity.
